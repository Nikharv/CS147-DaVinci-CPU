$ cat flow/config.mk
export PLATFORM = sky130hd
export DESIGN_NAME = NOR32_2x1
export DESIGN_NICKNAME = NOR32_2x1
export VERILOG_FILES = /design/flow/design.v
export SDC_FILE = /design/flow/constraint.sdc
export NUM_CORES = 4
export LEC_CHECK = 1
export CORE_AREA = 10 10 70 70
export DIE_AREA = 0 0 80 80
$ cat flow/constraint.sdc
current_design NOR32_2x1

set clk_period 1.0
set clk_io_pct 0.2

create_clock -name clk0 -period $clk_period

set non_clock_inputs [all_inputs -no_clocks]
set_input_delay [expr $clk_period * $clk_io_pct] -clock clk0 $non_clock_inputs
set_output_delay [expr $clk_period * $clk_io_pct] -clock clk0 [all_outputs]
$ cat flow/design.v
module NOR32_2x1(Y,A,B);
output [31:0] Y;
input [31:0] A;
input [31:0] B;
genvar i; 
generate
	for (i=0; i<32; i=i+1) 
	begin : nor32_gen_loop
		nor nor_inst(Y[i], A[i], B[i]);
	end
endgenerate
endmodule
module AND32_2x1(Y,A,B);
output [31:0] Y;
input [31:0] A;
input [31:0] B;
genvar i; 
generate
	for (i=0; i<32; i=i+1) 
	begin : and32_gen_loop
		and and_inst(Y[i], A[i], B[i]);
	end
endgenerate
endmodule
module INV32_1x1(Y,A);
output [31:0] Y;
input [31:0] A;
genvar i; 
generate
	for (i=0; i<32; i=i+1) 
	begin : inv32_gen_loop
		not and_inst(Y[i], A[i]);
	end
endgenerate
endmodule
module OR32_2x1(Y,A,B);
output [31:0] Y;
input [31:0] A;
input [31:0] B;
genvar i; 
generate
	for (i=0; i<32; i=i+1) 
	begin : or32_gen_loop
		or or_inst(Y[i], A[i], B[i]);
	end
endgenerate
endmodule
$ cat flow/run.sh
#!/bin/bash
# OpenROAD 26Q1-2900-gdf79404cd8, Yosys 0.63+post, stock flow scripts
make -C /OpenROAD-flow-scripts/flow DESIGN_CONFIG=/design/flow/config.mk WORK_HOME=/design/flow/orfs finish
==> out/results.tsv <==
stage	metric	value	unit
status	run_status	completed	
placement	gp_congestion	0.766	
synth	syn_inst	32	
die	die.size.x	80	µm
synth	yosys-stat-cells	32	
routing	num_vias	566	
power_and_ir_drop	power_switching	58.9	µW
synth	synth.cellmix.adderShare	0	
routing	vias_per_cell	3.23	
grt	grt-ovfl-total	0	
grt	grt_max_degree	2	
worst_setup_path	cell_family_with_most_cp_delay	buffers and inverters	
placement	dp.final_hpwl	2190	µm
grt	grt_usage	0.0667	
synth	muxShareOfSynthArea	0	
timing	fmax	1020	MHz
timing	final_worst_hold_slack	618	ps
timing	finalSetupTns	0	ps
die	core_box_area	0.00342	mm²
power_and_ir_drop	powerDensity	258	mW/mm²
worst_setup_path	crit_path_cell_trace	clkdlybuf4s50_1, nor2_1, buf_2	
cts	holdBufCountCts	0	
synth	synthTopCellsByArea	sky130_fd_sc_hd__nor2_1 100%	
worst_setup_path	worst_ep_arrival_time	780	ps
final_layout	final_design_area_no_fill	0.00100	mm²
timing	tightestPinTransition	82.6	ps
synth	yosys_warnings	0	
final_layout	layout_top_cells	68 x sky130_fd_sc_hd__dlygate4sd2_1, 32 x sky130_fd_sc_hd__nor2_1, 16 x sky130_fd_sc_hd__buf_2, 11 x sky130_fd_sc_hd__dlymetal6s2s_1, 1 x sky130_fd_sc_hd__clkdlybuf4s50_1	
worst_setup_path	cp-end-kind	output pin	
power_and_ir_drop	sw_frac_of_total	0.227	
die	rows	21	
synth	ys_sh_xor	0	
worst_setup_path	timing.critical_path.required	800	ps
placement	numPlacedInstances	174	
power_and_ir_drop	leakage_component_of_the_power	0.669	nW
placement	postPlaceCellArea	0.00114	mm²
hold_path	worstHoldPathType	in -> out	
routing	avgRoutedWirePerCell	13.1	µm
synth	synthesis.area_per_instance	3.75	µm²
worst_setup_path	critical-path-slowest-cell	sky130_fd_sc_hd__clkdlybuf4s50_1	
routing	drt-total-wl	2300	µm
hold_path	worst_hold_path.num_cells	3	
routing	drt_first_pass_iters	2	
synth	top_cell_area_share	1.00	
power_and_ir_drop	internal_power	200	µW
timing	final.min_clock_period	984	ps
routing	detail_route.drc_violations	0	
power_and_ir_drop	power.ir.vdd_worst	69.1	µV
worst_setup_path	critical_path.max_fanout	1	
final_layout	multiInputGateArea	120	µm²
power_and_ir_drop	pwr-share-clk	0	
final_layout	share_of_cells_above_drive_strength_1	0.125	
cts	cts.repair_timing.setup_buffer_count	0	
final_layout	finish.utilization	0.294	
final_layout	area.sequential	0	µm²
final_layout	seq_cells	0	
synth	yosys.cell_types.count	1	
grt	grt_pass1_wl	3470	µm
timing	rsz0062_at_grt	no	
grt	first_global_vias	659	
die	initCoreUtil	0.0352	
die	die-height	80	µm
power_and_ir_drop	p_seq_frac	0	
timing	final-hold-violation-count	0	
hold_path	hold_path_end	Y[15]	
final_layout	post_layout_nonfiller_instances	175	
run	tool_warning_count	32	
synth	post-synth-top-area-cell	sky130_fd_sc_hd__nor2_1	
worst_setup_path	critical_path.startpoint_type	input pin	
power_and_ir_drop	power.total	259	µW
timing	maxSlewViolCount	0	
final_layout	final.clkbuf_count	0	
die	io_pins	96	
routing	drt_iter0_drc	1	
synth	post_synth_main_logic_family	simple AND/OR/NAND/NOR gates	
final_layout	final_layout_top_logic_cell	sky130_fd_sc_hd__dlygate4sd2_1	
run	max_cap_violations	0	
final_layout	synthesis_to_layout_area_growth	735	%
timing	final_setup_violation_count	0	
synth	yosys.area_share.simple	1.00	
worst_setup_path	max_stage_delay	450	ps
power_and_ir_drop	comb_pwr_share	1.000	
worst_setup_path	critPathBufInv	2	
timing	timing.slew.headroom	0.945	
final_layout	fillCellCount	393	
placement	dp_worst_setup_slack	-415	ps
synth	synth.yosys.chip_area	120	µm²
placement	portBuffers	96	
timing	layout_setup_ws	16.3	ps
synth	postSynthSeqShare	0	
synth	yosys.area_share.aoi	0	
synth	synth.cell_area	120	µm²
timing	post-route-period-util	0.984	
worst_setup_path	startpoint_to_endpoint_class_of_the_critical_path	in -> out	
grt	initial_antenna_violation_count	1	
hold_path	min_from	A[15]	
routing	route.antenna.remaining_nets	0	
die	floorplan.die_area	0.00640	mm²
==> routing by layer <==
metal | GRT usage | wire length (µm) | share of wire | up-vias
met5 | 0 | 0 | 0 | -
met1 | 0.0699 | 782 | 0.34 | 234
met4 | 0 | 0 | 0 | 0
met2 | 0.122 | 1170 | 0.51 | 42
li1 | - | - | - | 290
met3 | 0.0352 | 346 | 0.15 | 0
==> kinds of logic (layout without fill, tap and decap cells) <==
group / count (synthesis) / in the layout
AND/OR/NAND/NOR: 32 / 32
buffers and inverters: 0 / 96
other: 0 / 1
==> synthesized netlist by cell type <==
cell type / number
sky130_fd_sc_hd__nor2_1: 32
==> power groups by stage <==
stage	logic [mW]	clock network, mW	registers, mW
after CTS	0.275	0	0
after global routing	0.293	0.000000134	0
final	0.259	0.000000134	0
==> area by class of cell <==
| type | instances | share of cell area |
|---|---|---|
| timing repair buffer | 96 | 0.820 |
| multi-input combinational | 32 | 0.120 |
| tap | 46 | 0.0574 |
| antenna | 1 | 0.00249 |
==> worst max path at each step <==
| stage | from | to | slack, ps | depth (start not counted) |
|---|---|---|---|---|
| finish | B[18] | Y[18] | 20 | 3 |
| global route | B[18] | Y[18] | 0.6 | 3 |
| CTS | B[23] | Y[23] | 0.8 | 3 |
==> what timing repair did <==
action / 4_1_cts / 5_1_grt
endpoints found under the setup margin: 32 / 9
gates resized: 116 / 11
gates cloned: 0 / 0
pin swaps: 25 / 6
Power is estimated from default activity; no workload was simulated.
