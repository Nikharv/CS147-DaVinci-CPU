==> /design/flow/design.v <==
`timescale 1ns/10ps
module BUF32_1x1(Y,A);
output [31:0] Y;
input [31:0] A;
genvar i; 
generate
	for (i=0; i<32; i=i+1) 
	begin : buf32_gen_loop
		buf buf_inst(Y[i], A[i]);
	end
endgenerate
endmodule
module BUF64_1x1(Y,A);
output [63:0] Y;
input [63:0] A;
genvar i; 
generate
	for (i=0; i<64; i=i+1) 
	begin : buf64_gen_loop
		buf buf_inst(Y[i], A[i]);
	end
endgenerate
endmodule
module MUX64_2x1(Y, I0, I1, S);
output [63:0] Y;
input [63:0] I0;
input [63:0] I1;
input S;
genvar i; 
generate
	for (i=0; i<64; i=i+1) 
	begin : mux64_gen_loop
		MUX1_2x1 mux1_2X1_inst(Y[i], I0[i], I1[i], S);
	end
endgenerate
endmodule
module MULT32(HI, LO, A, B);
output [31:0] HI;
output [31:0] LO;
input [31:0] A;
input [31:0] B;
wire [31:0] A_comp;
wire [31:0] B_comp;
wire [31:0] A_mux;
wire [31:0] B_mux;
wire XOR;
wire [31:0] unsign_HI;
wire [31:0] unsign_LO;
wire [63:0] mux64_unsign;
wire [63:0] mux64_sign;
wire [63:0] mux64_prod;
TWOSCOMP32 complement1_inst(A_comp, A);
TWOSCOMP32 complement2_inst(B_comp, B);
MUX32_2x1 mux32_inst1(A_mux, A, A_comp, A[31]);
MUX32_2x1 mux32_inst2(B_mux,  B, B_comp, B[31]);
MULT32_U multiU_inst(unsign_HI, unsign_LO, A_mux, B_mux);
xor xor_inst(XOR, A[31], B[31]);
BUF64_1x1 buf64_inst1(mux64_unsign, {unsign_HI, unsign_LO});
TWOSCOMP64 compl64_inst(mux64_sign, mux64_unsign);
MUX64_2x1 mux64_inst(mux64_prod, mux64_unsign, mux64_sign, XOR);
BUF32_1x1 buf32_inst3(LO, mux64_prod[31:0]);
BUF32_1x1 buf32_inst2(HI, mux64_prod[63:32]);
endmodule
module MULT32_U(HI, LO, A, B);
output [31:0] HI;
output [31:0] LO;
input [31:0] A;  
input [31:0] B;  
wire [31:0] left_addr [31:0];
wire [31:0] CO_WIRE;
genvar i;
AND32_2x1 and32_inst1(left_addr[0], A, {32{B[0]}});
buf buf_inst1(LO[0], left_addr[0][0]);
buf buf_inst3(CO_WIRE[0], 1'b0);
generate
for(i = 1; i < 32; i=i+1)
begin
	wire [31:0] right_addr;
	AND32_2x1 and32_inst(right_addr, A, {32{B[i]}});
	RC_ADD_SUB_32 addsub_inst(left_addr[i], CO_WIRE[i], right_addr,{CO_WIRE[i-1], left_addr[i-1][31:1]}, 1'b0);
	buf buf_inst2(LO[i], left_addr[i][0]);
end
endgenerate
BUF32_1x1 buf32_inst1(HI, {CO_WIRE[31], left_addr[31][31:1]});
endmodule
module MUX32_32x1(Y, I0, I1, I2, I3, I4, I5, I6, I7,
                     I8, I9, I10, I11, I12, I13, I14, I15,
                     I16, I17, I18, I19, I20, I21, I22, I23,
                     I24, I25, I26, I27, I28, I29, I30, I31, S);
output [31:0] Y;
input [31:0] I0, I1, I2, I3, I4, I5, I6, I7;
input [31:0] I8, I9, I10, I11, I12, I13, I14, I15;
input [31:0] I16, I17, I18, I19, I20, I21, I22, I23;
input [31:0] I24, I25, I26, I27, I28, I29, I30, I31;
input [4:0] S;
wire[31:0] wire_out1;
wire[31:0] wire_out2;
MUX32_16x1 mux32_inst1(wire_out1, I0, I1, I2, I3, I4, I5, I6, I7, I8, I9, I10, I11, I12, I13, I14, I15, S[3:0]);
MUX32_16x1 mux32_inst2(wire_out2, I16, I17, I18, I19, I20, I21, I22, I23, I24, I25, I26, I27, I28, I29, I30, I31, S[3:0]);
MUX32_2x1 mux32_inst3(Y, wire_out1, wire_out2, S[4]);
endmodule
module MUX32_16x1(Y, I0, I1, I2, I3, I4, I5, I6, I7,
                     I8, I9, I10, I11, I12, I13, I14, I15, S);
output [31:0] Y;
input [31:0] I0;
input [31:0] I1;
input [31:0] I2;
input [31:0] I3;
input [31:0] I4;
input [31:0] I5;
input [31:0] I6;
input [31:0] I7;
input [31:0] I8;
input [31:0] I9;
input [31:0] I10;
input [31:0] I11;
input [31:0] I12;
input [31:0] I13;
input [31:0] I14;
input [31:0] I15;
input [3:0] S;
wire[31:0] wire_out1;
wire[31:0] wire_out2;
MUX32_8x1 mux32_inst1(wire_out1, I0, I1, I2, I3, I4, I5, I6, I7, S[2:0]);
MUX32_8x1 mux32_inst2(wire_out2, I8, I9, I10, I11, I12, I13, I14, I15, S[2:0]);
MUX32_2x1 mux32_inst3(Y, wire_out1, wire_out2, S[3]);
endmodule
module MUX32_8x1(Y, I0, I1, I2, I3, I4, I5, I6, I7, S);
output [31:0] Y;
input [31:0] I0;
input [31:0] I1;
input [31:0] I2;
input [31:0] I3;
input [31:0] I4;
input [31:0] I5;
input [31:0] I6;
input [31:0] I7;
input [2:0] S;
wire[31:0] wire_out1;
wire[31:0] wire_out2;
MUX32_4x1 mux32_inst1(wire_out1, I0, I1, I2, I3, S[1:0]);
MUX32_4x1 mux32_inst2(wire_out2, I4, I5, I6, I7, S[1:0]);
MUX32_2x1 mux32_inst3(Y, wire_out1, wire_out2, S[2]);
endmodule
module MUX32_4x1(Y, I0, I1, I2, I3, S);
output [31:0] Y;
input [31:0] I0;
input [31:0] I1;
input [31:0] I2;
input [31:0] I3;
input [1:0] S;
wire [31:0] out_wire1;
wire [31:0] out_wire2;
MUX32_2x1 mux32_inst1(out_wire1, I0, I1, S[0]);
MUX32_2x1 mux32_inst2(out_wire2, I2, I3, S[0]);
MUX32_2x1 mux32_inst3(Y, out_wire1, out_wire2, S[1]);
endmodule
module MUX32_2x1(Y, I0, I1, S);
output [31:0] Y;
input [31:0] I0;
input [31:0] I1;
input S;
genvar i; 
generate
	for (i=0; i<32; i=i+1) 
	begin : mux32_gen_loop
		MUX1_2x1 mux1_2X1_inst(Y[i], I0[i], I1[i], S);
	end
endgenerate
endmodule
module MUX1_2x1(Y,I0, I1, S);
output Y;
input I0, I1, S;
wire wire_out_1;
wire wire_out_2;
wire inv_S;
not inv_inst1(inv_S, S);
and and_inst1(wire_out_1, I0, inv_S);
and and_inst2(wire_out_2, I1, S);
or or_inst1(Y, wire_out_1, wire_out_2);
endmodule
==> /design/flow/run.sh <==
#!/bin/bash
# OpenROAD 26Q1-2900-gdf79404cd8, Yosys 0.63+post, stock flow scripts
make -C /OpenROAD-flow-scripts/flow DESIGN_CONFIG=/design/flow/config.mk WORK_HOME=/design/flow/orfs finish
==> /design/flow/config.mk <==
export PLATFORM = sky130hd
export DESIGN_NAME = MUX64_2x1
export DESIGN_NICKNAME = MUX64_2x1
export VERILOG_FILES = /design/flow/design.v
export SDC_FILE = /design/flow/constraint.sdc
export NUM_CORES = 4
export LEC_CHECK = 1
export CORE_AREA = 10 10 83 83
export DIE_AREA = 0 0 93 93
==> /design/flow/constraint.sdc <==
current_design MUX64_2x1

set clk_period 1.0
set clk_io_pct 0.2

create_clock -name clk0 -period $clk_period

set non_clock_inputs [all_inputs -no_clocks]
set_input_delay [expr $clk_period * $clk_io_pct] -clock clk0 $non_clock_inputs
set_output_delay [expr $clk_period * $clk_io_pct] -clock clk0 [all_outputs]
==> flow_summary.json <==
{
  "status": "finished, violations left",
  "violations": "setup timing",
  "antenna_found_initial": 0,
  "drtIter0Drc": 11,
  "leakage_nw": 1.74,
  "layout_min_cycle_time_ns": 1.22,
  "hold_path.class": "input pin to primary output",
  "fp-utilization_pct": 30.3,
  "crit_chain": "buf_16 -> buf_12 -> buf_12 -> mux2_4 -> buf_6",
  "first_global_vias": 1611,
  "numPlacedInstances": 332,
  "antenna_left": 0,
  "met3_length_mm": 1.08,
  "max_slew_margin_pct": 92.8,
  "clkbuf_count": 0,
  "die.size.y_um": 93,
  "postSynthSeqShare_pct": 0,
  "top_cells_by_area": "mux2_4 58%, buf_4 31%, buf_12 7.7%",
  "grt_util_all_layers_pct": 14.6,
  "finalSetupViolations": 64,
  "areaGrowthSynthToFinish_pct": 109,
  "finalClockPeriodUsage_pct": 122,
  "wire_per_inst_um": 19.9,
  "core-area_um2": 5140,
  "clock.fmax_mhz": 819,
  "synth_area_leader_cell": "mux2_4",
  "max_stage_delay_ns": 0.30,
  "utilization_pct": 63.2,
  "die_w_um": 93,
  "common_cells": "64 x buf_4, 60 x mux2_4, 6 x buf_12",
  "ir_drop_uv": 220,
  "fin_tns_setup_ns": -10.92,
  "rows": 26,
  "syn_inst": 135,
  "comb_power_share_pct": 100.0,
  "top_level_ports": 193,
  "layout.cells.non_filler": 343,
  "met1Wirelength_mm": 2.41,
  "routabilityCongestion": 0.797,
  "critPathMaxFanout": 6,
  "grt_pass1_wl_mm": 9.92,
  "drive_gt1_share_pct": 53.1,
  "firstDrtPassIters": 3,
  "min_from": "I0[27]",
  "drcViolationCount": 0,
  "maxSlewViolCount": 0,
  "syn_avg_cell_area_um2": 11.5,
  "yosysTopAreaCellShare_pct": 57.8,
  "timing.final.hold_violations": 0,
  "pwr-share-seq_pct": 0,
  "ys_cells": 135,
  "warnings": 36,
  "hpwl_mm": 5.97,
  "switching_power_uw": 289,
  "p_sw_share_pct": 21.3,
  "worst_setup_path_end_kind": "primary output",
  "synth_cell_type_count": 5,
  "cts_hold_buf": 0,
  "cp_data_required_time_ns": 0.80,
  "dr_wl_met2_mm": 3.33,
  "intPower_mw": 1.07,
  "pwr-share-clk_pct": 0,
  "setup.worst_path.class": "input pin to primary output",
  "ff_latch_area_um2": 0,
  "critPathLaunchType": "input pin",
  "route.final.wire_length_mm": 6.83,
  "route.vias.total": 1437,
  "grt_overflow": 0,
  "cap_viol_max_count": 0,
  "antennaDiodeCount": 0,
  "seq_cells": 0,
  "yosysChipArea_um2": 1560,
  "crit_path_frequent_cell": "buf_12",
  "cpMaxStageDelayCell": "mux2_4",
  "dieArea_um2": 8650,
  "via_per_inst": 4.19,
  "hold_depth": 3,
  "top_layer": "met3",
  "setup_slack_ns": -0.221,
  "whs_endpoint": "Y[27]",
  "grt_max_degree": 9,
  "yosys_warnings": 0,
  "top_cell": "buf_4",
  "rsz0062_at_grt": "true",
  "port_buffers": 193,
  "tightestPinTransition_ns": 0.108,
  "power.density_nw_per_um2": 418,
  "mappedNetlistArea_um2": 1560,
  "cp.arrival_ns": 1.02
}
[placed cells by master (no fill, tap or decap)]
master            n
buf_16            7
buf_4             1
dlymetal6s2s_1   21
buf_6            36
mux2_4           64
buf_12            6
buf_2            30
buf_8             1
dlygate4sd2_1    20
clkdlybuf4s50_1  87
[cell families after synthesis]
| group | synth area share, % |
|---|---|
| mux | 60.7 |
| buf+inv | 39.3 |
[routing by layer]
metal | track usage [%] | up-vias
met4 | 0 | 0
met2 | 26.2 | 121
met3 | 8.56 | 0
met5 | 0 | -
met1 | 15.2 | 633
li1 | - | 683
[stage by stage]
step                      hold slack, ns  area (um2)  setup WS (ns)  total power [mW]
after floorplan                    0.590        1790        -0.0759             0.816
after global placement              1.30        3040         -0.520              1.33
after detailed placement            1.30        3040         -0.521              1.33
after CTS                          0.807        3100         -0.227              1.33
after global routing               0.710        3250         -0.242              1.45
final                              0.694        3250         -0.221              1.36
[power groups by stage]
stage	Clock [mW]	Combinational, mW	Sequential [mW]
finish	0	1.36	0
global route	0	1.45	0
CTS	0	1.33	0
[worst max-delay path, delay by kind of cell]
kind                   cells  cell delay (ns)
buffers and inverters      4             0.52
multiplexers               1             0.30
[cell type report]
type,instances,area (um2)
multi-input cells,64,961
repair buffers,209,2200
fillers,484,1890
well taps,70,87.6
[repair_timing]
action	in CTS	in global routing
resized	260	42
buffers inserted	5	0
endpoints found under the setup margin	64	64
gates cloned	7	0
pin swaps	0	0
[worst max path at each step]
stage     startpoint  endpoint  slack (ns)  cells past startpoint
4_1_cts            S     Y[47]       -0.23                      5
5_1_grt            S      Y[4]       -0.24                      5
6_report           S     Y[47]       -0.22                      5
Power and IR drop assume default switching activity.
