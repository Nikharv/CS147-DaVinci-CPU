==> /design/flow/design.v <==
`timescale 1ns/10ps
module SHIFT32(Y,D,S, LnR);
output [31:0] Y;
input [31:0] D;
input [31:0] S;
input LnR;
wire [31:0] BARREL_OUT;
wire OR_S_out;
wire [27:0] OR_wire_res;
genvar i; 
generate
	or or_inst1(OR_wire_res[0], S[5], S[6]);
	for (i=1; i<28; i=i+1)
	begin : for_gen_loop_OR
		or or_inst2(OR_wire_res[i], S[i+5], OR_wire_res[i-1]);
	end
	buf buf_inst1(OR_S_out, OR_wire_res[26]);
endgenerate
BARREL_SHIFTER32 barrel_shifter32_inst(BARREL_OUT, D, S[4:0], LnR);
MUX32_2x1 mux32_inst(Y, BARREL_OUT, 32'b0, OR_S_out);
endmodule
module BARREL_SHIFTER32(Y,D,S, LnR);
output [31:0] Y;
input [31:0] D;
input [4:0] S;
input LnR;
wire [31:0] RIGHT_OUT;
wire [31:0] LEFT_OUT;
SHIFT32_R shiftR32_inst(RIGHT_OUT, D, S);
SHIFT32_L shiftL32_inst(LEFT_OUT, D, S);
MUX32_2x1 mux32_inst(Y, RIGHT_OUT, LEFT_OUT, LnR);
endmodule
module SHIFT32_R(Y,D,S);
output [31:0] Y;
input [31:0] D;
input [4:0] S;
wire [31:0] B1_OUT;
wire [31:0] B2_OUT;
wire [31:0] B3_OUT;
wire [31:0] B4_OUT;
genvar i; 
generate
	for (i=0; i<32; i=i+1) 
	begin : Right_shifter32_gen_loop_S0
		if (i == 31) begin MUX1_2x1 mux1_2X1_inst1(B1_OUT[i], D[i], 1'b0, S[0]); end
		else MUX1_2x1 mux1_2X1_inst2(B1_OUT[i], D[i], D[i+1], S[0]); begin end
	end
	for (i=0; i<32; i=i+1) 
	begin : Right_shifter32_gen_loop_S1
		if (i > 29) begin MUX1_2x1 mux1_2X1_inst3(B2_OUT[i], B1_OUT[i], 1'b0, S[1]); end
		else MUX1_2x1 mux1_2X1_inst4(B2_OUT[i], B1_OUT[i], B1_OUT[i+2], S[1]); begin end
	end
	for (i=0; i<32; i=i+1) 
	begin : Right_shifter32_gen_loop_S2
		if (i > 27) begin MUX1_2x1 mux1_2X1_inst5(B3_OUT[i], B2_OUT[i], 1'b0, S[2]); end
		else MUX1_2x1 mux1_2X1_inst6(B3_OUT[i], B2_OUT[i], B2_OUT[i+4], S[2]); begin end
	end
	for (i=0; i<32; i=i+1)
	begin : Right_shifter32_gen_loop_S3
		if (i > 23) begin MUX1_2x1 mux1_2X1_inst7(B4_OUT[i], B3_OUT[i], 1'b0, S[3]); end
		else MUX1_2x1 mux1_2X1_inst8(B4_OUT[i], B3_OUT[i], B3_OUT[i+8], S[3]); begin end
	end
	for (i=0; i<32; i=i+1)
	begin : Right_shifter32_gen_loop_S4
		if (i > 15) begin MUX1_2x1 mux1_2X1_inst9(Y[i], B4_OUT[i], 1'b0, S[4]); end
		else MUX1_2x1 mux1_2X1_inst10(Y[i], B4_OUT[i], B4_OUT[i+16], S[4]); begin end
	end
endgenerate
endmodule
module SHIFT32_L(Y,D,S);
output [31:0] Y;
input [31:0] D;
input [4:0] S;
wire [31:0] B1_OUT;
wire [31:0] B2_OUT;
wire [31:0] B3_OUT;
wire [31:0] B4_OUT;
genvar i; 
generate
	for (i=0; i<32; i=i+1) 
	begin : Left_shifter32_gen_loop_S0
		if (i == 0) begin MUX1_2x1 mux1_2X1_inst11(B1_OUT[i], D[i], 1'b0, S[0]); end
		else MUX1_2x1 mux1_2X1_inst12(B1_OUT[i], D[i], D[i-1], S[0]); begin end
	end
	for (i=0; i<32; i=i+1) 
	begin : Left_shifter32_gen_loop_S1
		if (i < 2) begin MUX1_2x1 mux1_2X1_inst13(B2_OUT[i], B1_OUT[i], 1'b0, S[1]); end
		else MUX1_2x1 mux1_2X1_inst14(B2_OUT[i], B1_OUT[i], B1_OUT[i-2], S[1]); begin end
	end
	for (i=0; i<32; i=i+1) 
	begin : Left_shifter32_gen_loop_S2
		if (i < 4) begin MUX1_2x1 mux1_2X1_inst15(B3_OUT[i], B2_OUT[i], 1'b0, S[2]); end
		else MUX1_2x1 mux1_2X1_inst16(B3_OUT[i], B2_OUT[i], B2_OUT[i-4], S[2]); begin end
	end
	for (i=0; i<32; i=i+1) 
	begin : Left_shifter32_gen_loop_S3
		if (i < 8) begin MUX1_2x1 mux1_2X1_inst17(B4_OUT[i], B3_OUT[i], 1'b0, S[3]); end
		else MUX1_2x1 mux1_2X1_inst18(B4_OUT[i], B3_OUT[i], B3_OUT[i-8], S[3]); begin end
	end
	for (i=0; i<32; i=i+1) 
	begin : Left_shifter32_gen_loop_S4
		if (i < 16) begin MUX1_2x1 mux1_2X1_inst19(Y[i], B4_OUT[i], 1'b0, S[4]); end
		else MUX1_2x1 mux1_2X1_inst20(Y[i], B4_OUT[i], B4_OUT[i-16], S[4]); begin end
	end
endgenerate
endmodule
module MUX32_32x1(Y, I0, I1, I2, I3, I4, I5, I6, I7,
                     I8, I9, I10, I11, I12, I13, I14, I15,
                     I16, I17, I18, I19, I20, I21, I22, I23,
                     I24, I25, I26, I27, I28, I29, I30, I31, S);
output [31:0] Y;
input [31:0] I0, I1, I2, I3, I4, I5, I6, I7;
input [31:0] I8, I9, I10, I11, I12, I13, I14, I15;
input [31:0] I16, I17, I18, I19, I20, I21, I22, I23;
input [31:0] I24, I25, I26, I27, I28, I29, I30, I31;
input [4:0] S;
wire[31:0] wire_out1;
wire[31:0] wire_out2;
MUX32_16x1 mux32_inst1(wire_out1, I0, I1, I2, I3, I4, I5, I6, I7, I8, I9, I10, I11, I12, I13, I14, I15, S[3:0]);
MUX32_16x1 mux32_inst2(wire_out2, I16, I17, I18, I19, I20, I21, I22, I23, I24, I25, I26, I27, I28, I29, I30, I31, S[3:0]);
MUX32_2x1 mux32_inst3(Y, wire_out1, wire_out2, S[4]);
endmodule
module MUX32_16x1(Y, I0, I1, I2, I3, I4, I5, I6, I7,
                     I8, I9, I10, I11, I12, I13, I14, I15, S);
output [31:0] Y;
input [31:0] I0;
input [31:0] I1;
input [31:0] I2;
input [31:0] I3;
input [31:0] I4;
input [31:0] I5;
input [31:0] I6;
input [31:0] I7;
input [31:0] I8;
input [31:0] I9;
input [31:0] I10;
input [31:0] I11;
input [31:0] I12;
input [31:0] I13;
input [31:0] I14;
input [31:0] I15;
input [3:0] S;
wire[31:0] wire_out1;
wire[31:0] wire_out2;
MUX32_8x1 mux32_inst1(wire_out1, I0, I1, I2, I3, I4, I5, I6, I7, S[2:0]);
MUX32_8x1 mux32_inst2(wire_out2, I8, I9, I10, I11, I12, I13, I14, I15, S[2:0]);
MUX32_2x1 mux32_inst3(Y, wire_out1, wire_out2, S[3]);
endmodule
module MUX32_8x1(Y, I0, I1, I2, I3, I4, I5, I6, I7, S);
output [31:0] Y;
input [31:0] I0;
input [31:0] I1;
input [31:0] I2;
input [31:0] I3;
input [31:0] I4;
input [31:0] I5;
input [31:0] I6;
input [31:0] I7;
input [2:0] S;
wire[31:0] wire_out1;
wire[31:0] wire_out2;
MUX32_4x1 mux32_inst1(wire_out1, I0, I1, I2, I3, S[1:0]);
MUX32_4x1 mux32_inst2(wire_out2, I4, I5, I6, I7, S[1:0]);
MUX32_2x1 mux32_inst3(Y, wire_out1, wire_out2, S[2]);
endmodule
module MUX32_4x1(Y, I0, I1, I2, I3, S);
output [31:0] Y;
input [31:0] I0;
input [31:0] I1;
input [31:0] I2;
input [31:0] I3;
input [1:0] S;
wire [31:0] out_wire1;
wire [31:0] out_wire2;
MUX32_2x1 mux32_inst1(out_wire1, I0, I1, S[0]);
MUX32_2x1 mux32_inst2(out_wire2, I2, I3, S[0]);
MUX32_2x1 mux32_inst3(Y, out_wire1, out_wire2, S[1]);
endmodule
module MUX32_2x1(Y, I0, I1, S);
output [31:0] Y;
input [31:0] I0;
input [31:0] I1;
input S;
genvar i; 
generate
	for (i=0; i<32; i=i+1) 
	begin : mux32_gen_loop
		MUX1_2x1 mux1_2X1_inst(Y[i], I0[i], I1[i], S);
	end
endgenerate
endmodule
module MUX1_2x1(Y,I0, I1, S);
output Y;
input I0, I1, S;
wire wire_out_1;
wire wire_out_2;
wire inv_S;
not inv_inst1(inv_S, S);
and and_inst1(wire_out_1, I0, inv_S);
and and_inst2(wire_out_2, I1, S);
or or_inst1(Y, wire_out_1, wire_out_2);
endmodule
==> /design/flow/run.sh <==
#!/bin/bash
# OpenROAD 26Q1-2900-gdf79404cd8, Yosys 0.63+post, stock flow scripts
make -C /OpenROAD-flow-scripts/flow DESIGN_CONFIG=/design/flow/config.mk WORK_HOME=/design/flow/orfs finish
==> /design/flow/config.mk <==
export PLATFORM = sky130hd
export DESIGN_NAME = SHIFT32
export DESIGN_NICKNAME = SHIFT32
export VERILOG_FILES = /design/flow/design.v
export SDC_FILE = /design/flow/constraint.sdc
export NUM_CORES = 4
export LEC_CHECK = 1
export CORE_UTILIZATION = 30
==> /design/flow/constraint.sdc <==
current_design SHIFT32

set clk_period 6.1
set clk_io_pct 0.2

create_clock -name clk0 -period $clk_period

set non_clock_inputs [all_inputs -no_clocks]
set_input_delay [expr $clk_period * $clk_io_pct] -clock clk0 $non_clock_inputs
set_output_delay [expr $clk_period * $clk_io_pct] -clock clk0 [all_outputs]
==> metrics.cfg <==
[die]
fp_util_pct = 30.9
core_sq_mm = 0.0140
io_pins = 97
dieArea_sq_mm = 0.0149
num_rows = 43
die_w_microns = 122
die_y_microns = 122

[yosys]
netlist_instances = 577
yosys_area_sq_mm = 0.00433
ys_seq_share_pct = 0
top_area_cell = mux2i_1
synthTopCellsByArea = mux2i_1, mux4_2, mux2_2
synth_top_area_share_pct = 16.4
common_cells = mux2i_1, nor2_1, nand2_1
syn_area_per_cell_sq_um = 7.50
yosysMostFrequentCell = mux2i_1
yosysCellCount = 577
ys_types = 64
synth_area_sq_mm = 0.00433
yosysWarnings = 1

[min_path]
hold_depth = 4
worstHoldPathType = primary input to output port

[grt]
grt_usage_pct = 24.4
grt_max_degree = 64
grt_antenna_before_repair = 0
grt_pass1_vias = 4577
overflow = 0
grt_pass1_wl_microns = 26900

[layout]
final_area_sq_mm = 0.00503
numSequentialCells = 0
flop_area_sq_um = 0
drive_gt1_share_pct = 15.4
nFillCells = 1474
logic_area_sq_mm = 0.00371
fin_util_pct = 36.0
syn2layout_area_growth_pct = 16.3
clock_buffers = 0

[sta]
tightest_slew_ns = 0.835
finalSetupTns_ns = 0
max_slew_margin_pct = 44.3
setup_viol = 0
slew_viol_final = 0
fin_crit_ns = 5.27
clock.fmax_mhz = 190
rsz0062_at_grt = no
finalClockPeriodUsage_pct = 86.4
hold_slack_ns = 3.47
hold_violations = 0

[detailed_routing]
drt_iter0_drc = 514
avgViaCountPerCell = 6.34
drt-total-wl_microns = 18000
drc_errors = 0
routedWlPerCell_microns = 23.0
antenna-diode-count = 0
num_vias = 4954
dr.pass1.iters = 5
drtAntennaViolNets = 0

[critical_path]
crit_path_start_kind = primary input
endpoint_kind = output port
crit_fanout = 61
cp.required_ns = 4.88
path_class = primary input to output port
critPathArrivalTime_ns = 4.05

[power]
p_leak_nw = 1.82
powerDensity_mw_per_mm2 = 78.1
peakVddDrop_uv = 40.5
total_power_w = 0.000393

[status]
status = finished, final reports clean

[job]
warning_count = 32
max-cap-violations = 0

[cts]
post_cts_resized = 0
cts_hold_buf = 0
post_cts_buffers = 0

[placement]
io_buffer_count = 97
dp_hpwl_microns = 13700
postPlaceCellArea_sq_mm = 0.00503
gp_congestion = 1.02

-- cell type report --
| class | instances | share of cell area, % |
|---|---|---|
| inverter | 8 | 0.597 |
| multi-input combinational | 483 | 73.8 |
| tap | 180 | 4.48 |
| timing repair buffer | 111 | 21.1 |
-- per-layer routing --
layer,up-vias,track usage [%],routed length (microns)
li1,2240,-,-
met1,2374,34.5,7550
met2,299,38.5,8100
met3,41,2.29,1520
met4,0,9.53,807
met5,-,0,0
-- cells in the final DEF (no fill, tap or decap), types with 4 or more instances in the layout --
master and count:
nand3_1 13, o21ai_0 28, mux2i_1 71, inv_1 6, mux4_2 27, or2_2 7
clkdlybuf4s50_1 93, and2_1 4, a221oi_1 5, nor4_1 8, a211o_1 4, nor2b_1 6
o21a_1 6, o211ai_1 7, buf_4 16, o22ai_1 22, a31oi_1 5, a21oi_1 41
nand4_1 4, nand2b_1 7, nor2_1 66, a211oi_1 11, a22oi_1 6, nand2_1 46
mux2_2 32, nor3_1 11
-- cell families (layout without fill, tap and decap cells) --
family,count (synthesis),count (layout),synth area share (%)
AOI/OAI and AO/OA,169,169,26.7
buffers and inverters,94,119,14.1
muxes,133,133,40.0
and+or+nand+nor,181,181,19.1
-- metrics by stage --
stage,instances,setup slack [ns]
floorplan,577,2.00
global placement,782,0.856
detailed placement,782,0.828
CTS,782,0.816
global route,782,0.612
finish,782,0.831
-- final timing paths --
kind,to,start,slack (ns)
max,Y[0],S[1],0.83
min,Y[23],S[3],3.47
-- worst max-delay path: stages --
cell and delay [ns]:
buf_4 0.59, mux2i_1 0.32, mux4_2 0.59, a221oi_2 0.35, nand2_1 0.09, a21oi_1 0.30, clkdlybuf4s50_1 0.53
-- where the power goes --
group / internal, W / total (W) / switching (W)
sequential: 0 / 0 / 0
combinational: 0.000165 / 0.000393 / 0.000228
clock: 0 / 0 / 0
Power and IR drop assume default switching activity.
